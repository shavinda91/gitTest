==> ./design.v <==
module dataSelectLFSR (
    input clk,
    input reset,
    input write,
    input pushin,
    input [6:0] data,
    input [63:0] initialData,
    output [63:0] rnd1
    );
reg [63:0] dataSelect, random_next1, random_done1;
reg [3:0] count1, count_next1; 
always @ (posedge clk or posedge reset)
begin
 if (reset)
 begin
 dataSelect <= #1 0;
  end
  else 
  begin
  if (write)
     begin
  dataSelect <= #1 initialData;
  count1 <= #1 0;
 end
 else if (pushin)
 begin
  dataSelect <= #1 random_next1;
  count1 <= #1 count_next1;
 end
end
end
always @ (*)
begin
 random_next1 = #0 dataSelect;  
 count_next1 = #0 count1;
 random_done1 = #0 0;
  random_next1 = #0 { 	(dataSelect[56]^dataSelect[63]^dataSelect[58]^dataSelect[60]^dataSelect[62]) ,
					(dataSelect[55]^dataSelect[62]^dataSelect[57]^dataSelect[59]^dataSelect[61]^dataSelect[63]) ,
					(dataSelect[54]^dataSelect[63]^dataSelect[61]^dataSelect[63]) ,(dataSelect[53]^dataSelect[63]^dataSelect[60]) ,
					(dataSelect[52]^dataSelect[62]^dataSelect[59]^dataSelect[63]) ,(dataSelect[51]^dataSelect[61]^dataSelect[58]^dataSelect[62]) ,
					(dataSelect[50]^dataSelect[60]^dataSelect[57]^dataSelect[61]^dataSelect[63]) ,(dataSelect[49]^dataSelect[59]^dataSelect[58]) ,
					(dataSelect[48]^dataSelect[58]^dataSelect[57]) ,(dataSelect[47]^dataSelect[57]^dataSelect[58]^dataSelect[60]^dataSelect[62]) ,
					(dataSelect[46]^dataSelect[61]^dataSelect[58]^dataSelect[60]^dataSelect[62]^dataSelect[57]^dataSelect[59]) ,
					(dataSelect[45]^dataSelect[61]^dataSelect[62]^dataSelect[57]^dataSelect[59]) ,(dataSelect[44]^dataSelect[61]^dataSelect[62]) ,
					(dataSelect[43]^dataSelect[60]^dataSelect[61]^dataSelect[63]) ,(dataSelect[42]^dataSelect[59]^dataSelect[60]^dataSelect[62]) ,
					(dataSelect[41]^dataSelect[58]^dataSelect[59]^dataSelect[61]^dataSelect[63]) ,
					(dataSelect[40]^dataSelect[57]^dataSelect[58]^dataSelect[60]^dataSelect[62]) ,
					(dataSelect[39]^dataSelect[58]^dataSelect[60]^dataSelect[62]^dataSelect[57]^dataSelect[59]^dataSelect[61]) ,
					(dataSelect[38]^dataSelect[61]^dataSelect[62]^dataSelect[57]^dataSelect[59]) ,(dataSelect[37]^dataSelect[61]^dataSelect[62]) ,
					(dataSelect[36]^dataSelect[61]^dataSelect[60]) ,(dataSelect[35]^dataSelect[60]^dataSelect[59]) ,
					(dataSelect[34]^dataSelect[63]^dataSelect[58]^dataSelect[59]) ,(dataSelect[33]^dataSelect[58]^dataSelect[62]^dataSelect[57]) ,
					(dataSelect[32]^dataSelect[57]^dataSelect[61]^dataSelect[58]^dataSelect[62]^dataSelect[60]) ,
					(dataSelect[31]^dataSelect[61]^dataSelect[57]^dataSelect[59]^dataSelect[58]^dataSelect[62]) ,
					(dataSelect[30]^dataSelect[61]^dataSelect[62]^dataSelect[57]) ,
					(dataSelect[29]^dataSelect[62]^dataSelect[61]^dataSelect[63]^dataSelect[58]) ,
					(dataSelect[28]^dataSelect[61]^dataSelect[60]^dataSelect[62]^dataSelect[57]) ,
					(dataSelect[27]^dataSelect[62]^dataSelect[59]^dataSelect[61]^dataSelect[63]^dataSelect[58]) ,
					(dataSelect[26]^dataSelect[57]^dataSelect[58]^dataSelect[60]^dataSelect[62]^dataSelect[61]) ,
					(dataSelect[25]^dataSelect[58]^dataSelect[62]^dataSelect[57]^dataSelect[59]^dataSelect[61]^dataSelect[63]) ,
					(dataSelect[24]^dataSelect[57]^dataSelect[61]^dataSelect[63]) ,(dataSelect[23]^dataSelect[63]^dataSelect[58]) ,
					(dataSelect[22]^dataSelect[63]^dataSelect[62]^dataSelect[57]) ,(dataSelect[21]^dataSelect[61]^dataSelect[60]^dataSelect[58]) ,
					(dataSelect[20]^dataSelect[60]^dataSelect[57]^dataSelect[59]^dataSelect[63]) ,(dataSelect[19]^dataSelect[60]^dataSelect[59]) ,
					(dataSelect[18]^dataSelect[58]^dataSelect[59]^dataSelect[63]) ,(dataSelect[17]^dataSelect[62]^dataSelect[57]^dataSelect[58]) ,
					(dataSelect[16]^dataSelect[61]^dataSelect[57]^dataSelect[58]^dataSelect[60]^dataSelect[62]) ,
					(dataSelect[15]^dataSelect[58]^dataSelect[62]^dataSelect[57]^dataSelect[59]^dataSelect[61]^dataSelect[63]) ,
					(dataSelect[14]^dataSelect[57]^dataSelect[61]^dataSelect[63]) ,(dataSelect[13]^dataSelect[58]) ,
					(dataSelect[12]^dataSelect[63]^dataSelect[57]) ,(dataSelect[11]^dataSelect[63]^dataSelect[58]^dataSelect[60]) ,
					(dataSelect[10]^dataSelect[62]^dataSelect[57]^dataSelect[59]) ,(dataSelect[09]^dataSelect[61]^dataSelect[60]^dataSelect[62]) ,
					(dataSelect[08]^dataSelect[61]^dataSelect[60]^dataSelect[59]) ,(dataSelect[07]^dataSelect[60]^dataSelect[59]^dataSelect[58]) ,
					(dataSelect[06]^dataSelect[61]^dataSelect[58]^dataSelect[57]^dataSelect[59]^dataSelect[61]^dataSelect[63]) ,
					(dataSelect[05]^dataSelect[60]^dataSelect[57]) ,(dataSelect[04]^dataSelect[59]^dataSelect[58]^dataSelect[60]^dataSelect[62]) ,
					(dataSelect[03]^dataSelect[61]^dataSelect[58]^dataSelect[57]^dataSelect[59]) ,(dataSelect[02]^dataSelect[62]^dataSelect[57]) ,
					(dataSelect[01]^dataSelect[61]^dataSelect[63]^dataSelect[58]^dataSelect[60]^dataSelect[62]) ,
					(dataSelect[00]^dataSelect[61]^dataSelect[60]^dataSelect[62]^dataSelect[57]^dataSelect[59]) ,
					(dataSelect[61]^dataSelect[62]^dataSelect[59]^data[0]) ,
					(dataSelect[58]^dataSelect[60]^dataSelect[61]^dataSelect[63]^data[1]) ,
					(dataSelect[57]^dataSelect[59]^dataSelect[60]^dataSelect[62]^data[2]) ,
					(dataSelect[60]^dataSelect[62]^data[3]^dataSelect[59]^dataSelect[61]^dataSelect[63]) ,
					(dataSelect[59]^dataSelect[61]^dataSelect[63]^data[4]^dataSelect[58]^dataSelect[60]^dataSelect[62]) ,
					(dataSelect[58]^dataSelect[60]^dataSelect[62]^data[5]^dataSelect[57]^dataSelect[59]^dataSelect[61]^dataSelect[63]) ,
					(dataSelect[57]^dataSelect[59]^dataSelect[61]^dataSelect[63]^data[6]) };
  count_next1 = #0 count1 + 1;
 if (count1 == 1)
 begin
  count1 = #0 0;
  random_done1 = #0 dataSelect;  
 end
 else 
 begin 
 end
end
assign rnd1 = dataSelect;
endmodule
==> ./run.sh <==
#!/bin/bash
# OpenROAD 26Q1-2900-gdf79404cd8, Yosys 0.63+post, stock flow scripts
make -C /OpenROAD-flow-scripts/flow DESIGN_CONFIG=/design/flow/config.mk WORK_HOME=/design/flow/orfs finish
==> ./config.mk <==
export PLATFORM = sky130hd
export DESIGN_NAME = dataSelectLFSR
export DESIGN_NICKNAME = dataSelectLFSR
export VERILOG_FILES = /design/flow/design.v
export SDC_FILE = /design/flow/constraint.sdc
export NUM_CORES = 4
export LEC_CHECK = 1
export CORE_UTILIZATION = 40
==> ./constraint.sdc <==
current_design dataSelectLFSR

set clk_period 3.1
set clk_io_pct 0.2

create_clock -name clk0 -period $clk_period [get_ports {clk}]

set non_clock_inputs [all_inputs -no_clocks]
set_input_delay [expr $clk_period * $clk_io_pct] -clock clk0 $non_clock_inputs
set_output_delay [expr $clk_period * $clk_io_pct] -clock clk0 [all_outputs]
==> reports/qor.csv <==
metric,value,unit
vias_per_cell,5.04,
cpMaxStageDelayCell,dfrtp_1,
largestRegisters,dataSelect: 64 flops,
synthArstFlopShare,100,%
cpPeakStageDelay,0.88,ns
final_util,57.4,%
ant_nets,0,
gp_routability_congestion,0.812,
synth_top_area_share,34.8,%
grt.overflow.total,0,
grt_antenna_before_repair,0,
cp.required,2.48,ns
crit_type,reg2out,
synth-seq-cells,64,
io_buffers,138,
grt_max_degree,54,
cts_tree,done,
cts_buffers,9,
grt_pass1_vias,3629,
fillerInstances,955,
clk_latency,0.33,ns
die_h,109,um
logic_area,0.00280,mm^2
critPathBufInv,1,
antenna_cells,0,
skew,0.00900,ns
first_pass_iters,4,
largest_area_cell,dfrtp_1,
topCellsByArea,"dfrtp_1 (35%), xnor3_1 (9.8%), xnor2_1 (8.6%), mux2i_1 (7.2%), xor3_1 (5.7%)",
post_cts_buffers,0,
htree_levels,3,
initial_core_util,41.8,%
status,"finished, final reports clean",
p_leak,2.84,nW
edf_count,0,
syn_to_final_growth,37.4,%
root_buffer,clkbuf_16,
critPathMaxFanout,12,
drc,0,
cts_max_path_buffers,2,
hold_violations,0,
slew_viol_final,0,
cts_resized,0,
totalWireLength,12900,um
yosys_warnings,1,
yosys_area,0.00461,mm^2
ys_cells,437,
num_rows,38,
syn-cell-area,0.00461,mm^2
path_cells,clkdlybuf4s50_1,
seqCellArea,0.00160,mm^2
crit_family,flip-flops,
track_usage,23.5,%
core,0.0110,mm^2
syn_inst,437,
io_pins,139,
cts.sinks,64,
period_used_share,78.5,%
cap_violations,0,
warnings,25,
crit_path_end_kind,output pin,
tns,0,ns
slew_headroom,44.8,%
synth_cell_types,39,
fin_crit,2.43,ns
worstHoldPathType,reg2reg,
tightest_slew,0.828,ns
post_route_cells_drive_above_1_share,8.07,%
drt_iter0_markers,135,
path_clk_slew,0.06,ns
yosysSeqAreaShare,34.8,%
rsz0062_at_grt,no,
peakVddDrop,0.000418,V
fmax,0.411,GHz
die-area,0.0120,mm^2
cts_hold_buffers,0,
syn_area_per_cell,10.5,um^2
flop_cell,dfrtp_1,
dpl.hpwl,9360,um
num_vias,3580,
top_register,dataSelect,
critPathArrivalTime,1.81,ns
powerDensity,1110,mW/mm^2
fp.dieW,109,um
setup_viol,0,
grt_pass1_wl,20000,um
start_kind,register,
largest_register_ffs,64,
wire_per_inst,18.1,um
-- power breakdown --
group	switching (mW)	total, mW	leakage, nW	internal [mW]
clock network	0.365	0.898	0.125	0.532
logic	1.63	4.44	1.96	2.81
registers	0.528	1.70	0.755	1.17
-- layout by cell type (no fill, tap or decap), drive strengths merged, types with 2 or more instances in the layout --
master	count
clkdlybuf4s50	136
dfrtp	64
nand2	53
xnor2	51
o21ai	38
nor2	35
a21oi	34
mux2i	33
xor2	23
xnor3	22
buf	15
xor3	11
clkbuf	11
inv	7
a2bb2oi	5
nand2b	5
o31ai	4
clkinv	4
a31oi	3
a21bo	2
nand3b	2
a211oi	2
a21o	2
a32oi	2
-- area by class of cell --
type / instances / share of cell area (%)
timing repair buffer: 151 / 23.2
multi-input combinational: 332 / 44.2
clock buffer: 11 / 3.68
inverter: 8 / 0.474
sequential: 64 / 25.3
tap: 140 / 2.77
clock inverter: 4 / 0.356
-- worst min-delay path, cell delays in order (launching register included) --
cell,delay [ns]
dfrtp_1,0.38
a21oi_1,0.07
a2bb2oi_1,0.12
-- synthesized netlist by cell type, types with 2 or more instances --
cell	count
dfrtp_1	64
nand2_1	53
xnor2_1	45
nor2_1	35
o21ai_0	35
a21oi_1	34
mux2i_1	33
xnor3_1	20
xor2_1	20
clkbuf_1	19
xor3_1	11
inv_1	7
buf_2	6
a2bb2oi_1	5
nand2b_1	5
buf_6	4
xnor2_2	4
a31oi_1	3
buf_4	3
o21ai_1	3
o31ai_2	3
a211oi_1	2
a21bo_2	2
a21o_1	2
a32oi_1	2
nand3b_1	2
xnor2_4	2
xor2_4	2
-- cell families (layout without fill, tap and decap cells) --
family	count (synthesis)	after routing	share of synthesized area, %
AND-OR/OR-AND	93	93	11.8
XOR/XNOR	107	107	33.1
buffers and inverters	41	174	4.48
flip-flops	64	64	34.8
multiplexers	33	33	7.17
AND/OR/NAND/NOR	99	99	8.72
-- metrics by stage --
stage               power (mW)  cell area, um^2  hold slack [ns]  std cells  setup slack (ns)
detailed placement        6.17             6070            0.588        695             0.905
CTS                       7.12             6330            0.606        710             0.638
global route              7.61             6330            0.652        710             0.590
global placement          6.15             6070            0.590        695             0.907
floorplan                 4.77             4610            0.517        437             0.882
finish                    7.04             6330            0.606        710             0.665
-- metal layers --
| metal | share of wire, % | GRT usage (%) | up-vias |
|---|---|---|---|
| li1 | - | - | 1734 |
| met1 | 48 | 38.0 | 1711 |
| met2 | 44 | 34.4 | 120 |
| met3 | 7.0 | 5.62 | 15 |
| met4 | 1.2 | 2.48 | 0 |
| met5 | 0 | 0 | - |
-- path summary, 6_finish.rpt --
| check | end | slack (ns) | depth (start not counted) | startpoint |
|---|---|---|---|---|
| worst min register to register | dataSelect[45] | 0.61 | 2 | dataSelect[45] |
| worst max register to register | dataSelect[62] | 0.88 | 4 | dataSelect[62] |
| worst min-delay path | dataSelect[45] | 0.61 | 2 | dataSelect[45] |
| max in group asynchronous | dataSelect[7] | 1.96 | 3 | reset |
| min in group asynchronous | dataSelect[29] | 0.69 | 3 | reset |
| worst max-delay path | rnd1[59] | 0.67 | 1 | dataSelect[59] |
Power is estimated from default activity; no workload was simulated.
